`constraint.sdc`:
```
current_design cpu

set clk_period 3.2
set clk_io_pct 0.2

create_clock -name clk0 -period $clk_period [get_ports {clk}]

set non_clock_inputs [all_inputs -no_clocks]
set_input_delay [expr $clk_period * $clk_io_pct] -clock clk0 $non_clock_inputs
set_output_delay [expr $clk_period * $clk_io_pct] -clock clk0 [all_outputs]
```
`run.sh`:
```
#!/bin/bash
# OpenROAD 26Q1-2900-gdf79404cd8, Yosys 0.63+post, stock flow scripts
make -C /OpenROAD-flow-scripts/flow DESIGN_CONFIG=/design/flow/config.mk WORK_HOME=/design/flow/orfs finish
```
`design.v`:
```
module alu(
    input enable,
    input [3:0] opcode,
    input [7:0] a,
    input [7:0] b,
    output reg [7:0] result
);
    always @(*) begin
        if (!enable) result = 8'h00;
        else begin
            case(opcode)
                4'b0001: result = a + b;
                4'b0010: result = a - b;
                4'b0011: result = a ^ b;
                4'b0100: result = b;
                default: result = 8'h00;
            endcase
        end
    end
endmodule
module control_unit(
    input clk,
    input reset,
    input [3:0] opcode,
    output reg reg_write,
    output reg mem_read,
    output reg mem_write,
    output reg alu_enable,
    output reg pc_enable,
    output reg halt,
    output reg [2:0] state
);
    localparam S_FETCH     = 3'd0;
    localparam S_DECODE    = 3'd1;
    localparam S_EXECUTE   = 3'd2;
    localparam S_MEM       = 3'd3;
    localparam S_WRITEBACK = 3'd4;
    localparam S_HALT      = 3'd5;
    reg [2:0] next_state;
    always @(posedge clk or posedge reset) begin
        if (reset) state <= S_FETCH;
        else state <= next_state;
    end
    always @(*) begin
        next_state = state;
        case (state)
            S_FETCH:    next_state = S_DECODE;
            S_DECODE:   next_state = S_EXECUTE;
            S_EXECUTE: begin
                case (opcode)
                    4'b0011: next_state = S_MEM;
                    4'b0100: next_state = S_MEM;
                    4'b1000: next_state = S_WRITEBACK;
                    4'b1111: next_state = S_HALT;
                    default: next_state = S_WRITEBACK;
                endcase
            end
            S_MEM:       next_state = S_WRITEBACK;
            S_WRITEBACK: next_state = S_FETCH;
            S_HALT:      next_state = S_HALT;
            default:     next_state = S_FETCH;
        endcase
    end
    always @(*) begin
        reg_write  = 0;
        mem_read   = 0;
        mem_write  = 0;
        alu_enable = 0;
        pc_enable  = 0;
        halt       = 0;
        pc_enable = (state == S_FETCH);
        if (state == S_EXECUTE) begin
            if (opcode == 4'b1000) alu_enable = 1'b1;
            else if (opcode != 4'b0011 && opcode != 4'b0100 && opcode != 4'b1111)
                alu_enable = 1'b1;
        end
        if (next_state == S_MEM) begin
            if (opcode == 4'b0011) mem_read  = 1'b1;
            else if (opcode == 4'b0100) mem_write = 1'b1;
        end
        if (next_state == S_WRITEBACK) begin
            if (opcode != 4'b0100 && opcode != 4'b1111)
                reg_write = 1'b1;
        end
        halt = (next_state == S_HALT);
    end
endmodule
module cpu(
    input clk,
    input reset,
    output wire halted
);
    wire [7:0] pc;
    wire pc_enable;
    pc pc_inst(
        .clk(clk),
        .reset(reset),
        .pc_enable(pc_enable),
        .pc(pc)
    );
    wire [15:0] instruction;
    instr_mem instr_mem_inst(
        .address(pc),
        .instruction(instruction)
    );
    wire [3:0] opcode = instruction[15:12];
    wire [3:0] rd     = instruction[11:8];
    wire [3:0] rs1    = instruction[7:4];
    wire [3:0] rs2    = instruction[3:0];
    wire reg_write;
    wire mem_read;
    wire mem_write;
    wire alu_enable;
    wire halt_signal;
    wire [2:0] state;
    control_unit cu_inst(
        .clk(clk),
        .reset(reset),
        .opcode(opcode),
        .reg_write(reg_write),
        .mem_read(mem_read),
        .mem_write(mem_write),
        .alu_enable(alu_enable),
        .pc_enable(pc_enable),
        .halt(halt_signal),
        .state(state)
    );
    assign halted = halt_signal;
    wire [7:0] reg_rs1;
    wire [7:0] reg_rs2;
    wire [7:0] reg_write_data;
    regfile regfile_inst(
        .clk(clk),
        .reset(reset),
        .reg_write(reg_write),
        .rs1(rs1),
        .rs2(rs2),
        .rd(rd),
        .write_data(reg_write_data),
        .out_rs1(reg_rs1),
        .out_rs2(reg_rs2)
    );
    wire [7:0] alu_result;
    alu alu_inst(
        .enable(alu_enable),
        .opcode(opcode),
        .a(reg_rs1),
        .b(reg_rs2),
        .result(alu_result)
    );
    wire [7:0] crypto_out;
    xor_enc xor_inst(
        .data_in(reg_rs1),
        .key(reg_rs2),
        .data_out(crypto_out)
    );
    wire [7:0] alu_selected = (opcode == 4'b1000) ? crypto_out : alu_result;
    wire [7:0] data_out;
    data_mem data_mem_inst(
        .clk(clk),
        .mem_read(mem_read),
        .mem_write(mem_write),
        .address({4'b0000, rd}),
        .write_data(reg_rs1),
        .read_data(data_out)
    );
    assign reg_write_data = mem_read ? data_out : alu_selected;
endmodule
module xor_enc(
    input [7:0] data_in,
    input [7:0] key,
    output [7:0] data_out
);
    assign data_out = data_in ^ key;
endmodule
module data_mem(
    input clk,
    input mem_read,
    input mem_write,
    input [7:0] address,
    input [7:0] write_data,
    output reg [7:0] read_data
);
    reg [7:0] mem [0:255];
    integer i;
    initial begin
        for (i = 0; i < 256; i = i + 1) mem[i] = 8'h00;
    end
    always @(posedge clk) begin
        if (mem_write) begin
            mem[address] <= write_data;
        end
    end
    always @(*) begin
        if (mem_read) read_data = mem[address];
        else read_data = 8'h00;
    end
endmodule
module instr_mem(
    input  [7:0] address,
    output reg [15:0] instruction
);
    always @(*) begin
        case(address)
            8'd0: instruction = {4'b1000, 4'd1, 4'd2, 4'd3};
            8'd1: instruction = {4'b0100, 4'd0, 4'd1, 4'd0};
            8'd2: instruction = 16'b1111_0000_0000_0000;
            default: instruction = 16'b1111_0000_0000_0000;
        endcase
    end
endmodule
module pc(
    input clk,
    input reset,
    input pc_enable,
    output reg [7:0] pc
);
    always @(posedge clk or posedge reset) begin
        if (reset) pc <= 8'h00;
        else if (pc_enable) pc <= pc + 1;
    end
endmodule
module regfile(
    input clk,
    input reset,
    input reg_write,
    input [3:0] rs1,
    input [3:0] rs2,
    input [3:0] rd,
    input [7:0] write_data,
    output [7:0] out_rs1,
    output [7:0] out_rs2
);
    reg [7:0] regs [0:15];
    integer i;
    always @(posedge clk or posedge reset) begin
        if (reset) begin
            for (i = 0; i < 16; i = i + 1) regs[i] <= 8'h00;
            regs[2] <= 8'h41;
            regs[3] <= 8'h20;
        end else if (reg_write) begin
            regs[rd] <= write_data;
        end
    end
    assign out_rs1 = regs[rs1];
    assign out_rs2 = regs[rs2];
endmodule
```
`config.mk`:
```
export PLATFORM = sky130hd
export DESIGN_NAME = cpu
export DESIGN_NICKNAME = cpu
export VERILOG_FILES = /design/flow/design.v
export SDC_FILE = /design/flow/constraint.sdc
export NUM_CORES = 4
export LEC_CHECK = 1
export CORE_AREA = 10 10 70 70
export DIE_AREA = 0 0 80 80
```
==> out/qor.csv <==
stage;metric;value;unit
timing;RSZ-0062 raised after global routing;no;
yosys;Cells after Synth;49;
placed_design;GP Congestion;0.814;
route;number of vias per cell;3.62;
yosys;register area share after synthesis;0.576;
yosys;comb area leader;simple AND/OR/NAND/NOR gates;
cts;CTS root buffer;clkbuf_4;
status;status;finished, final reports clean;
cts;post-CTS sizing;0;
global_routing;vias in the first global route;372;
route;drt pass-1 iters;4;
yosys;Synth Area in Simple Gates;0.160;
timing;setup TNS;0;ps
route;Routed WL per cell;9.55;um
yosys;yosys aoi share;0.0758;
pwr;Final Power;0.304;mW
placed_design;dpl cell area;683;um^2
yosys;XOR/XNOR Area Share;0.100;
placed_design;Port Buf Inserts;2;
pwr;pwr dens;423;mW/mm^2
route;total wire length;955;um
layout;area growth from synthesis to layout;17.8;%
global_routing;initial antenna violation count;0;
route;Ant. Diodes;0;
cts;Clock Sinks;14;
floorplan;Die Span Y;80;um
setup_path;Buf/Inv on CP;1;
route;Final ANT Viol Nets;0;
floorplan;initial cell density of the core;0.179;
cts;H-tree levels;1;
global_routing;All-Layer GR Usage;0.0333;
setup_path;worst path cell trace;nor4_4 -> a41o_1 -> a221oi_2 -> nor3_2 -> clkdlybuf4s50_1;
floorplan;Boundary Pins;3;
timing;Clock Skew;1.73;ps
layout;share of cells above drive strength 1;0.185;
yosys;Syn Area/Cell;12.5;um^2
timing;Final setup viols;0;
setup_path;FF-to-FF setup slack;1890;ps
run;max cap viols;0;
global_routing;total gr overflow;0;
timing;fin crit share;0.818;
timing;pins over their slew limit;0;
cts;TritonCTS buffer count;3;
timing;Tightest Pin Transition;540;ps
layout;post-route cell area;719;um^2
yosys;Syn. warnings;7;
setup_path;worst setup path category;register to output pin;
timing;final hold violations;0;
cts;CTS tree;done;
cts;setup bufs post-CTS;0;
placed_design;detailed placement HPWL;693;um
floorplan;site row count;21;
floorplan;core area;0.00342;mm^2
timing;worst hold margin;362;ps
setup_path;CP max stage delay;480;ps
timing;f_max;0.382;GHz
yosys;Distinct lib cells used;18;
route;Via Count;362;
run;tool warnings;27;
pwr;P_leak;0.349;nW
setup_path;slowest CP cell;clkdlybuf4s50_1;
global_routing;largest net degree at the start of global routing;15;
yosys;register bit total from synthesis;14;
layout;layout filler cell count;375;
route;Initial DRC Count;25;
layout;most common logic cells in the final layout;13 x dfrtp_1, 5 x nor2_1, 4 x nand4_1, 4 x xnor2_1, 4 x nand2_1;
pwr;VDD IR-drop max;0.000137;V
setup_path;startpoint types;register;
layout;Logic cell area;243;um^2
setup_path;Crit. End Element;output pin;
min_path;Tightest Hold Check Type;register to register;
setup_path;Crit path max-delay family;buffers and inverters;
cts;Longest Clk Path Bufs;2;
setup_path;worst path required time;2560;ps
global_routing;first-pass GRT wire length;1700;um
yosys;Yosys Chip Area;611;um^2
timing;Slew Limit Headroom;0.639;
yosys;adder share;0.0615;
setup_path;CP max FO;3;
layout;Flop area;352;um^2
cts;clk slew on worst S/H paths;80;ps
route;Remaining DRCs;0;
cts;clk latency late pin;270;ps
timing;Tmin final;2620;ps
yosys;area fraction in mux cells;0;
cts;hold_buf cts;0;
setup_path;Crit path arrival time;1980;ps
floorplan;Chip Width;80;um
yosys;Mapped Area;611;um^2
layout;most used logic cell in the final layout;dfrtp_1;
yosys;# Cells Yosys;49;
floorplan;die area;0.00640;mm^2
area by class of cell:
class / instances / share of cell area
flip-flops and latches: 14 / 0.489
multi-input cells: 31 / 0.337
well taps: 46 / 0.0800
clock buffers: 4 / 0.0504
repair buffers: 2 / 0.0278
inverters: 3 / 0.0157
per-layer routing:
| layer | track usage | wire length, um |
|---|---|---|
| met5 | 0 | 0 |
| met3 | 0.0205 | 60 |
| met1 | 0.0435 | 518 |
| met2 | 0.0482 | 376 |
| met4 | 0.00176 | 0 |
Yosys cell counts (all sizes together):
cell,n,area [um^2]
and3,1,7.51
a21o,1,8.76
xor2,3,26.3
dfrtp,13,325
inv,3,11.3
xnor2,4,35.0
nor3,1,10.0
nand4,4,25.0
a221oi,1,15.0
ha,3,37.5
o21ai,1,5.00
nor4,1,21.3
dfstp,1,26.3
o211ai,1,7.51
nor2,5,18.8
a41o,1,10.0
buf,1,5.00
nand2,4,15.0
flip-flops by register name, indices dropped and copies added (netlist names):
signal and count:
pc_inst.pc 8, cu_inst.state 6
power by group:
group	total [mW]	switching (mW)	internal, mW
Clock	0.123	0.0534	0.0692
Sequential	0.177	0	0.177
Combinational	0.00464	0.00351	0.00114
path summary, 6_finish.rpt:
| path | start | endpoint | cells after the start |
|---|---|---|---|
| setup / recovery | pc_inst.pc[6] | halted | 5 |
| hold / removal | cu_inst.state[1] | cu_inst.state[0] | 0 |
| setup reg to reg | pc_inst.pc[6] | cu_inst.state[4] | 3 |
| hold reg to reg | cu_inst.state[1] | cu_inst.state[0] | 0 |
| max in group asynchronous | reset | cu_inst.state[0] | 2 |
| min in group asynchronous | reset | cu_inst.state[5] | 2 |
per-stage QoR:
| stage | util | std cells | worst slack (ps) |
|---|---|---|---|
| 4_1_cts | 0.211 | 100 | 560 |
| 3_3_place_gp | 0.200 | 96 | 889 |
| 5_1_grt | 0.211 | 100 | 457 |
| 6_report | 0.211 | 100 | 582 |
| 3_5_place_dp | 0.200 | 96 | 877 |
| 2_1_floorplan | - | 49 | 1400 |
cell families after synthesis:
group,count (synthesis)
and+or+nand+nor,16
DFF,14
xor gates and xnor gates,7
AOI/OAI and AO/OA,5
buffers and inverters,4
adders and majority gates,3
Power and IR drop assume default switching activity.
